==> /design/flow/config.mk <==
export PLATFORM = sky130hd
export DESIGN_NAME = mini_top
export DESIGN_NICKNAME = mini_top
export VERILOG_FILES = /design/flow/design.v
export SDC_FILE = /design/flow/constraint.sdc
export NUM_CORES = 4
export LEC_CHECK = 1
export CORE_UTILIZATION = 40
==> /design/flow/constraint.sdc <==
current_design mini_top

set clk_period 11.7
set clk_io_pct 0.2

create_clock -name clk0 -period $clk_period [get_ports {clk}]

set non_clock_inputs [all_inputs -no_clocks]
set_input_delay [expr $clk_period * $clk_io_pct] -clock clk0 $non_clock_inputs
set_output_delay [expr $clk_period * $clk_io_pct] -clock clk0 [all_outputs]
==> /design/flow/design.v <==
module mini_fir #(
    parameter NUM = 1
)(    
    input        clk,
    input        rst_n,
    input  [3:0] i_addr,
    input  [7:0] i_data_wr,
    input        i_wr,
    input        i_rd,
    output [7:0] o_data_rd,
    input  [7:0] i_din,
    output reg [7:0] o_dout
);
wire [7:0] fir_ctrl;
wire [7:0] coeff_00;
wire [7:0] coeff_01;
wire [7:0] coeff_02;
wire [7:0] coeff_03;
wire [7:0] coeff_04;
wire [7:0] coeff_05;
wire [7:0] coeff_06;
wire fir_enable;
assign fir_enable = fir_ctrl[0];
wire [8*(NUM+1)-1 :0] fir_temp;
genvar i;
mini_fir_ctrl u_fir_ctrl (    
    .clk         ( clk        ),
    .rst_n       ( rst_n      ),
    .i_addr      ( i_addr     ),
    .i_data_wr   ( i_data_wr  ),
    .i_wr        ( i_wr       ),
    .i_rd        ( i_rd       ),
    .o_data_rd   ( o_data_rd  ),
    .o_fir_ctrl  (   fir_ctrl ),
    .o_coeff_00  (   coeff_00 ),
    .o_coeff_01  (   coeff_01 ),
    .o_coeff_02  (   coeff_02 ),
    .o_coeff_03  (   coeff_03 ),
    .o_coeff_04  (   coeff_04 ),
    .o_coeff_05  (   coeff_05 ),
    .o_coeff_06  (   coeff_06 )
);
assign fir_temp[7:0] = i_din;
generate
for(i=0; i< NUM; i=i+1) begin: loop_fir_dp
    mini_fir_dp u_fir_dp(
        .clk         ( clk        ),
        .rst_n       ( rst_n      ),
        .i_coeff_00  (   coeff_00 ),
        .i_coeff_01  (   coeff_01 ),
        .i_coeff_02  (   coeff_02 ),
        .i_coeff_03  (   coeff_03 ),
        .i_coeff_04  (   coeff_04 ),
        .i_coeff_05  (   coeff_05 ),
        .i_coeff_06  (   coeff_06 ),
        .i_din       ( fir_temp[    i*8+:8] ),
        .o_dout      ( fir_temp[(i+1)*8+:8] )
    );
    end
endgenerate
always @(posedge clk or negedge rst_n) begin
    if(~rst_n) begin
        o_dout <= 'd0;
    end
    else if(fir_enable) begin
        o_dout <= fir_temp[8*NUM+:8];
    end
    else begin
        o_dout <= i_din;
    end
end
endmodule
module mini_fir_ctrl (    
    input        clk,
    input        rst_n,
    input  [3:0] i_addr,
    input  [7:0] i_data_wr,
    input        i_wr,
    input        i_rd,
    output     [7:0] o_data_rd,
    output reg [7:0] o_fir_ctrl,
    output reg [7:0] o_coeff_00,
    output reg [7:0] o_coeff_01,
    output reg [7:0] o_coeff_02,
    output reg [7:0] o_coeff_03,
    output reg [7:0] o_coeff_04,
    output reg [7:0] o_coeff_05,
    output reg [7:0] o_coeff_06
);
localparam COEFF_00_ID = 4'h0;
localparam COEFF_01_ID = 4'h1;
localparam COEFF_02_ID = 4'h2;
localparam COEFF_03_ID = 4'h3;
localparam COEFF_04_ID = 4'h4;
localparam COEFF_05_ID = 4'h5;
localparam COEFF_06_ID = 4'h6;
localparam FIR_CTRL_ID = 4'hf;
always @(posedge clk or negedge rst_n) begin
    if(~rst_n) begin        
        o_coeff_00 <= 8'h00;
        o_coeff_01 <= 8'h00;
        o_coeff_02 <= 8'h00;
        o_coeff_03 <= 8'h00;
        o_coeff_04 <= 8'h00;
        o_coeff_05 <= 8'h00;
        o_coeff_06 <= 8'h00;
        o_fir_ctrl <= 8'h00;
    end
    else if(i_wr) begin
        case(i_addr[3:0])            
            COEFF_00_ID: o_coeff_00 <= i_data_wr; 
            COEFF_01_ID: o_coeff_01 <= i_data_wr; 
            COEFF_02_ID: o_coeff_02 <= i_data_wr; 
            COEFF_03_ID: o_coeff_03 <= i_data_wr; 
            COEFF_04_ID: o_coeff_04 <= i_data_wr; 
            COEFF_05_ID: o_coeff_05 <= i_data_wr; 
            COEFF_06_ID: o_coeff_06 <= i_data_wr; 
            FIR_CTRL_ID: o_fir_ctrl <= i_data_wr; 
            default ;
        endcase
    end
end
reg [7:0] reg_out_mux;
always @* begin
    case(i_addr[3:0])            
        COEFF_00_ID: reg_out_mux = o_coeff_00; 
        COEFF_01_ID: reg_out_mux = o_coeff_01; 
        COEFF_02_ID: reg_out_mux = o_coeff_02; 
        COEFF_03_ID: reg_out_mux = o_coeff_03; 
        COEFF_04_ID: reg_out_mux = o_coeff_04; 
        COEFF_05_ID: reg_out_mux = o_coeff_05; 
        COEFF_06_ID: reg_out_mux = o_coeff_06; 
        FIR_CTRL_ID: reg_out_mux = o_fir_ctrl;    
            default: reg_out_mux = 8'd0;     
    endcase
end
assign o_data_rd = i_rd ? reg_out_mux : 8'd0;
endmodule
module mini_fir_dp (
    input        clk,
    input        rst_n,
    input  [7:0] i_coeff_00,
    input  [7:0] i_coeff_01,
    input  [7:0] i_coeff_02,
    input  [7:0] i_coeff_03,
    input  [7:0] i_coeff_04,
    input  [7:0] i_coeff_05,
    input  [7:0] i_coeff_06,
    input  [7:0] i_din,
    output reg [7:0] o_dout
);
wire [18:0] tmp_00;
wire [18:0] tmp_01;
wire [18:0] tmp_02;
wire [18:0] tmp_03;
wire [18:0] tmp_04;
wire [18:0] tmp_05;
wire [18:0] tmp_06;
mini_fir_mac u_mac_00 (.clk (clk), .rst_n (rst_n), .i_data ( i_din), .i_coeff(i_coeff_00), .i_prev( 19'd0), .o_next(tmp_00));
mini_fir_mac u_mac_01 (.clk (clk), .rst_n (rst_n), .i_data ( i_din), .i_coeff(i_coeff_01), .i_prev(tmp_00), .o_next(tmp_01));
mini_fir_mac u_mac_02 (.clk (clk), .rst_n (rst_n), .i_data ( i_din), .i_coeff(i_coeff_02), .i_prev(tmp_01), .o_next(tmp_02));
mini_fir_mac u_mac_03 (.clk (clk), .rst_n (rst_n), .i_data ( i_din), .i_coeff(i_coeff_03), .i_prev(tmp_02), .o_next(tmp_03));
mini_fir_mac u_mac_04 (.clk (clk), .rst_n (rst_n), .i_data ( i_din), .i_coeff(i_coeff_04), .i_prev(tmp_03), .o_next(tmp_04));
mini_fir_mac u_mac_05 (.clk (clk), .rst_n (rst_n), .i_data ( i_din), .i_coeff(i_coeff_05), .i_prev(tmp_04), .o_next(tmp_05));
mini_fir_mac u_mac_06 (.clk (clk), .rst_n (rst_n), .i_data ( i_din), .i_coeff(i_coeff_06), .i_prev(tmp_05), .o_next(tmp_06));
wire [10:0] shift_nbits = tmp_06>>8;
wire [7:0]  clip_out = (|shift_nbits[10:8]) ? 8'hff : shift_nbits[7:0];
always @(posedge clk or negedge rst_n) begin
    if(~rst_n) begin
        o_dout <= 'd0;
    end
    else begin
        o_dout <= clip_out;
    end
end
endmodule
module mini_fir_mac (
    input             clk,
    input             rst_n,
    input      [ 7:0] i_data,
    input      [ 7:0] i_coeff,
    input      [18:0] i_prev,
    output reg [18:0] o_next    
);
localparam MPY_BITS = 8+8;
localparam ACCU_BITS = MPY_BITS + 3;
wire [MPY_BITS-1:0] mult;
wire [ACCU_BITS-1:0] adder;
assign mult  = i_data * i_coeff;
assign adder = i_prev + {{(ACCU_BITS-MPY_BITS){1'b0}}, mult[MPY_BITS-1:0]};
always @(posedge clk or negedge rst_n) begin
    if(~rst_n) 
        o_next <= 'd0;
    else
        o_next <= adder;
end
endmodule
module mini_rom (    
    input             clk,
    input      [ 7:0] addr,
    output reg [ 7:0] dout
);
always @(posedge clk) begin
    case(addr)
        8'h00: dout <= 8'h0A;
        8'h01: dout <= 8'h1A;
        8'h02: dout <= 8'h2A;
        8'h03: dout <= 8'h3A;
        8'h04: dout <= 8'h4A;
        8'h05: dout <= 8'h5A;
        8'h06: dout <= 8'h6A;
        8'h07: dout <= 8'h7A;
        8'h08: dout <= 8'h8A;
        8'h09: dout <= 8'h9A;
        8'h0A: dout <= 8'hAA;
        8'h0B: dout <= 8'hBA;
        8'h0C: dout <= 8'hCA;
        8'h0D: dout <= 8'hDA;
        8'h0E: dout <= 8'hEA;
        8'h0F: dout <= 8'hFA;
        8'h10: dout <= 8'h50;
        8'h11: dout <= 8'h51;
        8'h12: dout <= 8'h52;
        8'h13: dout <= 8'h53;
        8'h14: dout <= 8'h54;
        8'h15: dout <= 8'h55;
        8'h16: dout <= 8'h56;
        8'h17: dout <= 8'h57;
        8'h18: dout <= 8'h58;
        8'h19: dout <= 8'h59;
        8'h1A: dout <= 8'h5A;
        8'h1B: dout <= 8'h5B;
        8'h1C: dout <= 8'h5C;
        8'h1D: dout <= 8'h5D;
        8'h1E: dout <= 8'h5E;
        8'h1F: dout <= 8'h5F;
        default: dout <= 8'hff;
    endcase
end
endmodule
module mini_sp_ram #(
    parameter ADDR_BITS=8
)(    
    input             clk,
    input      [ 7:0] addr,
    input      [ 7:0] din,
    input             ce,
    input             we,
    output reg [ 7:0] dout
);
localparam MEM_DEPTH= 1<<ADDR_BITS;
reg [7:0] mem[MEM_DEPTH-1:0];
integer i;
initial begin
    for(i=0; i<MEM_DEPTH;i=i+1) begin
        mem[i] = 8'h00;
    end
end
always @(posedge clk) begin
    if(ce & we) begin
        mem[addr] = din;
    end
end
always @(posedge clk) begin
    if(ce && (!we)) begin
        dout <= mem[addr];
    end
end
endmodule
module mini_top #(
    parameter NUM=8
)(
    input          clk,       
    input          rst_n,     
    input  [15 :0] i_din,     
    input  [15 :0] i_cw,      
    output reg     o_flag,    
    output [15 :0] o_dout,    
    input  [7:0]   i_addr,    
    input          i_wr,      
    input          i_rd,      
    input  [7:0]   i_data_wr, 
    output [7:0]   o_data_rd
);
wire [7:0] test_0x00_base_out = 0;
wire [7:0] test_0x01_comb_out = 0;
wire [7:0] test_0x02_sequ_out = 0;
wire [7:0] test_0x03_ram_out;
wire [7:0] test_0x04_rom_out;
wire [7:0] test_0x05_fir_out;
wire [7:0] out_mux = i_cw[15:8];
assign o_dout[7:0] = 
    out_mux==8'h00 ? test_0x00_base_out :
    out_mux==8'h01 ? test_0x01_comb_out :
    out_mux==8'h02 ? test_0x02_sequ_out :
    out_mux==8'h03 ? test_0x03_ram_out :
    out_mux==8'h04 ? test_0x04_rom_out :
    out_mux==8'h05 ? test_0x05_fir_out :
                     8'h00         ;
assign o_dout[15:8] = ~o_dout[7:0];
localparam NUM_6 = 31;
localparam NUM_7 = NUM_6;
localparam NUM_8 = 8'b0001_1111;
localparam NUM_9 = 8'b0001_1111 + NUM_6 - 31;
wire r_enable;
wire r_start;
wire r_stop; 
wire r_invert;
wire r_skip;
assign {
    r_enable,
    r_start,
    r_stop,
    r_invert,
    r_skip
} = i_cw[4:0];
reg flag;
always @* begin
    flag = r_enable | r_skip | r_stop | r_invert;
end
reg       cnt_4b_is_0xa;
reg [3:0] cnt_4b;
always @ (posedge clk or negedge rst_n) begin
    if(~rst_n) begin
        cnt_4b        <= 4'd0;
        cnt_4b_is_0xa <= 1'b0;
        o_flag        <= 1'b0;
    end
    else begin
        cnt_4b        <= cnt_4b + 4'd1;
        cnt_4b_is_0xa <= cnt_4b==4'ha ? 1'b1 : 1'b0;
        o_flag        <= cnt_4b ==4'h8 ? 1'b1 : 1'b0;
    end
end
function [7:0] max;
    input [7:0] A;
    input [7:0] B;
    begin
        max = A < B ? B : A;
    end
endfunction
wire [7:0] temp_max = max(i_din[7:0], NUM_6);
wire ram_en;
wire [7:0] ram_dout;
assign ram_en = i_wr | i_rd;
mini_sp_ram #(
    .ADDR_BITS  ( 8 )
) u_mini_sp_ram (    
    .clk  ( clk       ),
    .addr ( i_addr    ),
    .din  ( i_data_wr ),
    .ce   ( ram_en    ),
    .we   ( i_wr      ),
    .dout ( ram_dout  )
);
assign test_0x03_ram_out = ram_dout;
wire [7:0] rom_dout;
mini_rom u_mini_rom (    
    .clk  ( clk       ),
    .addr ( i_addr    ),
    .dout ( rom_dout  )
);
assign test_0x04_rom_out = rom_dout;
wire [7:0] fir_out;
mini_fir u_mini_fir (
    .clk         ( clk        ),
    .rst_n       ( rst_n      ),
    .i_addr      ( i_addr[3:0]),
    .i_data_wr   ( i_data_wr  ),
    .i_wr        ( i_wr       ),
    .i_rd        ( i_rd       ),
    .o_data_rd   ( o_data_rd  ),
    .i_din       ( i_din[7:0] ),
    .o_dout      ( fir_out    )
);
assign test_0x05_fir_out = fir_out;
endmodule
==> /design/flow/run.sh <==
#!/bin/bash
# OpenROAD 26Q1-2900-gdf79404cd8, Yosys 0.63+post, stock flow scripts
make -C /OpenROAD-flow-scripts/flow DESIGN_CONFIG=/design/flow/config.mk WORK_HOME=/design/flow/orfs finish
==> insert_results.sql <==
-- load yosys + openroad results
INSERT INTO impl_metrics (metric_group, metric, value, unit) VALUES
('placed_design', 'dpl.cell_count', '9269', ''),
('synth', 'async_reset_ff_share', '9.03', '%'),
('synth', 'post_synth_num_cell_types', '74', ''),
('die', 'ioPinCount', '77', ''),
('pwr', 'cellInternalPower', '0.0168', 'W'),
('detailed_routing', 'drt-vias-per-instance', '5.34', ''),
('timing', 'rsz0062_at_grt', 'no', ''),
('pwr', 'netSwitchingPower', '0.00744', 'W'),
('cells_and_area', 'mi_logic_area', '0.0334', 'mm^2'),
('placed_design', 'detailedPlace.worstSlack', '3.76', 'ns'),
('global_routing', 'grt_max_degree', '132', ''),
('worst_setup_path', 'crit_required', '9.36', 'ns'),
('timing', 'max-slew-margin-rel', '27.4', '%'),
('cells_and_area', 'fillCellCount', '21800', ''),
('worst_setup_path', 'worstSetupPathType', 'input port to primary output', ''),
('timing', 'shortest_period_the_worst_path_allows', '7.59', 'ns'),
('clock_network', 'cts.repair.resized', '0', ''),
('clock_network', 'clock_tree_from_tritoncts', 'built', ''),
('cells_and_area', 'area_growth_syn_to_layout', '11.6', '%'),
('die', 'die_w', '512', 'um'),
('detailed_routing', 'routed_wire_length_per_instance', '25.5', 'um'),
('global_routing', 'gr-total-overflow', '0', ''),
('die', 'dieHeight', '512', 'um'),
('pwr', 'share_of_power_burned_in_combinational_logic', '30.6', '%'),
('clock_network', 'post-cts-setup-buffer-count', '0', ''),
('cells_and_area', 'final_layout_top_logic_cell', 'sky130_fd_sc_hd__edfxtp_1', ''),
('timing', 'tightestPinTransition', '1.08', 'ns'),
('clock_network', 'ctsHtreeMaxLevel', '4', ''),
('synth', 'synth-warning-count', '7', ''),
('cells_and_area', 'instances_no_fill', '9697', ''),
('synth', 'dominant_register_cell_in_the_synthesized_netlist', 'sky130_fd_sc_hd__edfxtp_1', ''),
('synth', 'syn-cell-area', '0.104', 'mm^2'),
('clock_network', 'clkSlewWorstSetupHoldPaths', '0.06', 'ns'),
('synth', 'seq_area_frac_synth', '64.3', '%'),
('clock_network', 'cts_max_path_buffers', '3', ''),
('clock_network', 'tritoncts.num_buffers', '229', ''),
('worst_setup_path', 'family_with_the_most_delay_on_the_worst_path', 'buffers and inverters', ''),
('worst_setup_path', 'critPathCaptureType', 'primary output', ''),
('cells_and_area', 'share_of_layout_cells_above_drive_strength_1', '19.4', '%'),
('worst_setup_path', 'cp_slowest_cell', 'sky130_fd_sc_hd__nor2b_1', ''),
('detailed_routing', 'ant_nets', '0', ''),
('worst_setup_path', 'slack_of_the_worst_reg_to_reg_path', '6.64', 'ns'),
('worst_setup_path', 'timing.critical_path.from', 'i_addr[0]', ''),
('worst_setup_path', 'cp_cell_sequence', 'buf_8, buf_4, nor2b_1, nand2_1, o22ai_1, a21oi_1, nor2_1, clkdlybuf4s50_1', ''),
('synth', 'avgSynthCellArea', '17.4', 'um^2'),
('status', 'status', 'complete, no violations', ''),
('synth', 'syn_inst', '6004', ''),
('detailed_routing', 'drt_pass1_iterations', '5', ''),
('die', 'initial_core_util', '40.2', '%'),
('die', 'core', '0.259', 'mm^2'),
('global_routing', 'gr-usage-all-layers', '21.1', '%'),
('pwr', 'pwr_cell_area', '209', 'mW/mm^2'),
('global_routing', 'first_global_vias', '56700', ''),
('clock_network', 'cts_num_sinks', '2269', ''),
('worst_setup_path', 'worstPathBufferInverterCount', '3', ''),
('clock_network', 'clkLatencyLatePin', '0.87', 'ns'),
('worst_setup_path', 'critPathArrivalTime', '5.25', 'ns'),
('cells_and_area', 'most_frequent_logic_cells_in_the_routed_design', '2056 x sky130_fd_sc_hd__edfxtp_1, 673 x sky130_fd_sc_hd__inv_1, 651 x sky130_fd_sc_hd__mux4_2, 336 x sky130_fd_sc_hd__fa_1, 326 x sky130_fd_sc_hd__nor2_1', ''),
('min_path', 'worst_hold_path.endpoint', 'u_mini_fir.loop_fir_dp[0].u_fir_dp.o_dout[6]', ''),
('pwr', 'static-leakage-power', '41.3', 'nW'),
('timing', 'whs', '0.443', 'ns'),
('synth', 'synth_stat.cells', '6004', ''),
('timing', 'finalClockSkew', '0.0292', 'ns'),
('worst_setup_path', 'timing.critical_path.from_type', 'input port', ''),
('die', 'dieArea', '0.263', 'mm^2'),
('placed_design', 'place.detailed.hpwl', '155000', 'um'),
('flow_run', 'warnings', '49', ''),
('timing', 'maxClockFrequency', '132', 'MHz'),
('detailed_routing', 'wirelength', '247000', 'um'),
('global_routing', 'global_route_wire_length_before_repair', '370000', 'um'),
('placed_design', 'gp_routability_congestion', '0.851', '');
how the worst max path moves through the flow:
stage,end,slack (ns),depth (start not counted)
CTS,o_data_rd[6],4.11,8
global route,o_data_rd[0],3.86,8
finish,o_data_rd[6],4.11,8
synthesized netlist by cell type (all sizes together), types with 31 or more instances:
| library cell | number | share of area, % |
|---|---|---|
| buf | 129 | 0.60 |
| xnor2 | 61 | 0.51 |
| mux2i | 31 | 0.30 |
| and2 | 262 | 1.6 |
| mux2 | 78 | 0.84 |
| mux4 | 651 | 14 |
| a21oi | 61 | 0.29 |
| inv | 674 | 2.4 |
| nand2 | 277 | 1.0 |
| nor2b | 41 | 0.25 |
| clkbuf | 190 | 0.69 |
| dfrtp | 205 | 4.9 |
| ha | 274 | 3.3 |
| edfxtp | 2056 | 59 |
| nand2b | 32 | 0.19 |
| o21ai | 36 | 0.17 |
| nand3 | 45 | 0.22 |
| nor2 | 327 | 1.2 |
| fa | 336 | 6.5 |
cell families (layout without fill, tap and decap cells):
| kind of cell | after synthesis | after routing | synth area share, % |
|---|---|---|---|
| compound gates | 237 | 237 | 1.52 |
| xor+xnor | 74 | 74 | 0.622 |
| fa+ha+maj | 610 | 610 | 9.74 |
| buf+inv | 993 | 1276 | 3.71 |
| flops | 2269 | 2269 | 64.3 |
| mux | 760 | 760 | 15.2 |
| other cells | 0 | 8 | 0 |
| simple gates | 1061 | 1061 | 4.87 |
registers in the layout (all words and copies together) (netlist names), 4 cells and up:
name                                             cells
u_mini_sp_ram.dout                                   8
u_mini_fir.loop_fir_dp.u_fir_dp.u_mac_06.o_next     11
u_mini_fir.loop_fir_dp.u_fir_dp.u_mac_03.o_next     19
u_mini_fir.u_fir_ctrl.o_coeff_01                     8
u_mini_fir.u_fir_ctrl.o_coeff_04                     8
u_mini_fir.u_fir_ctrl.o_coeff_03                     8
u_mini_rom.dout                                      8
u_mini_fir.loop_fir_dp.u_fir_dp.o_dout               8
u_mini_fir.loop_fir_dp.u_fir_dp.u_mac_04.o_next     19
u_mini_fir.u_fir_ctrl.o_coeff_00                     8
u_mini_fir.loop_fir_dp.u_fir_dp.u_mac_00.o_next     16
u_mini_fir.loop_fir_dp.u_fir_dp.u_mac_02.o_next     19
u_mini_sp_ram.mem                                 2048
u_mini_fir.u_fir_ctrl.o_fir_ctrl                     8
u_mini_fir.loop_fir_dp.u_fir_dp.u_mac_01.o_next     17
u_mini_fir.u_fir_ctrl.o_coeff_06                     8
u_mini_fir.u_fir_ctrl.o_coeff_05                     8
cnt_4b                                               4
u_mini_fir.loop_fir_dp.u_fir_dp.u_mac_05.o_next     19
u_mini_fir.u_fir_ctrl.o_coeff_02                     8
u_mini_fir.o_dout                                    8
worst reg2reg max path: cells and delay by family, from the launching register on:
family                     cells  cell delay, ns
buffers and inverters          3            0.15
adders and majority gates      5            2.34
DFF                            1            0.58
and+or+nand+nor                4            0.56
xor gates and xnor gates       1            0.15
AOI/OAI and AO/OA              4            1.17
metal layers:
layer	global-route usage, %	vias up	wire (um)
met3	15.9	322	41800
met2	30.6	2375	115000
met1	26.3	26500	84200
li1	-	22500	-
met4	3.94	4	5560
met5	0.219	-	92
power groups by stage:
stage / Clock (W) / Sequential (W) / Combinational [W]
CTS: 0.00748 / 0.00951 / 0.00759
global route: 0.00779 / 0.00954 / 0.00871
finish: 0.00732 / 0.00950 / 0.00744
through the flow:
stage	area, um^2	utilization (%)
floorplan	104000	-
detailed placement	109000	42.0
CTS	116000	44.9
global placement	109000	42.0
finish	116000	44.9
global route	116000	44.9
layout make-up:
type	count	share of cell area, %
Clock buffer	286	5.17
Inverter	674	2.18
Multi-Input combinational cell	2742	28.7
Timing Repair Buffer	182	1.37
Antenna cell	8	0.0172
Tap cell	3402	3.66
Sequential cell	2269	57.6
Clock inverter	134	1.31
No activity file was given, so power comes from the tool's default toggle rates.
